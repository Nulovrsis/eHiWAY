[flow/run.sh]
#!/bin/bash
# OpenROAD 26Q1-2900-gdf79404cd8, Yosys 0.63+post, stock flow scripts
make -C /OpenROAD-flow-scripts/flow DESIGN_CONFIG=/design/flow/config.mk WORK_HOME=/design/flow/orfs finish
[flow/config.mk]
export PLATFORM = sky130hd
export DESIGN_NAME = async_fsmc_sram
export DESIGN_NICKNAME = async_fsmc_sram
export VERILOG_FILES = /design/flow/design.v
export SDC_FILE = /design/flow/constraint.sdc
export NUM_CORES = 4
export LEC_CHECK = 1
export CORE_AREA = 10 10 86 86
export DIE_AREA = 0 0 96 96
[flow/constraint.sdc]
current_design async_fsmc_sram

set clk_period 2.7
set clk_io_pct 0.2

create_clock -name clk0 -period $clk_period [get_ports {aclk}]

set non_clock_inputs [all_inputs -no_clocks]
set_input_delay [expr $clk_period * $clk_io_pct] -clock clk0 $non_clock_inputs
set_output_delay [expr $clk_period * $clk_io_pct] -clock clk0 [all_outputs]
[flow/design.v]
`timescale 1ns / 1ps
module async_fsmc_sram #(
	parameter real SIM_DELAY = 1  
)(
	input wire aclk,
	input wire aresetn,
	input wire fsmc_nex,
	input wire fsmc_nwe,
	input wire fsmc_noe,
	input wire[1:0] fsmc_nbl,
	input wire[15:0] fsmc_da_i,
	output wire[15:0] fsmc_da_o,
	output wire[15:0] fsmc_da_t,  
	output wire sram_clk,
	output wire sram_en,
	output wire[1:0] sram_wen,
	output wire[15:0] sram_addr,
	output wire[15:0] sram_din,
	input wire[15:0] sram_dout
);
	reg fsmc_nex_d1;
	reg fsmc_nex_d2;
	reg fsmc_nex_d3;
	reg fsmc_nwe_d1;
	reg fsmc_nwe_d2;
	reg fsmc_nwe_d3;
	reg fsmc_noe_d1;
	reg fsmc_noe_d2;
	reg fsmc_noe_d3;
	reg[15:0] fsmc_addr_latched;
	reg[1:0] fsmc_nbl_latched;
	wire on_fsmc_nex_neg;
	reg on_fsmc_nex_neg_d1;
	wire on_fsmc_nwe_pos;
	assign fsmc_da_o = sram_dout;
	assign fsmc_da_t = {16{fsmc_nex | fsmc_noe}};
	assign sram_clk = aclk;
	assign sram_en = on_fsmc_nex_neg_d1 | ((~fsmc_nex_d2) & on_fsmc_nwe_pos);
	assign sram_wen = {2{on_fsmc_nwe_pos}} & (~fsmc_nbl_latched);
	assign sram_addr = fsmc_addr_latched;
	assign sram_din = fsmc_da_i;
	assign on_fsmc_nex_neg = (~fsmc_nex_d2) & fsmc_nex_d3;
	assign on_fsmc_nwe_pos = fsmc_nwe_d2 & (~fsmc_nwe_d3);
	always @(posedge aclk or negedge aresetn)
	begin
		if(~aresetn)
		begin
			{fsmc_nex_d3, fsmc_nex_d2, fsmc_nex_d1} <= 3'b111;
			{fsmc_nwe_d3, fsmc_nwe_d2, fsmc_nwe_d1} <= 3'b111;
			{fsmc_noe_d3, fsmc_noe_d2, fsmc_noe_d1} <= 3'b111;
		end
		else
		begin
			{fsmc_nex_d3, fsmc_nex_d2, fsmc_nex_d1} <= # SIM_DELAY {fsmc_nex_d2, fsmc_nex_d1, fsmc_nex};
			{fsmc_nwe_d3, fsmc_nwe_d2, fsmc_nwe_d1} <= # SIM_DELAY {fsmc_nwe_d2, fsmc_nwe_d1, fsmc_nwe};
			{fsmc_noe_d3, fsmc_noe_d2, fsmc_noe_d1} <= # SIM_DELAY {fsmc_noe_d2, fsmc_noe_d1, fsmc_noe};
		end
	end
	always @(posedge aclk or negedge aresetn)
	begin
		if(~aresetn)
			on_fsmc_nex_neg_d1 <= 1'b0;
		else
			on_fsmc_nex_neg_d1 <= # SIM_DELAY on_fsmc_nex_neg;
	end
	always @(posedge aclk)
	begin
		if(on_fsmc_nex_neg)
		begin
			fsmc_addr_latched <= # SIM_DELAY fsmc_da_i;
			fsmc_nbl_latched <= # SIM_DELAY fsmc_nbl;
		end
	end
endmodule
==> results.ini <==
[hold_path]
hold_class=reg2reg
min_path_cells=0

[sta]
finalClockSkew_ps=5.55
setup_viol=0
worstMarginPinSlew_ps=419
slew_viol_final=0
finalHoldViolCount=0
fin_tns_setup_ps=0
rsz0062_at_grt=false
max_slew_margin=0.720

[status]
status=finished clean

[routing]
topRoutingLayerUsed=met4
vias=624
met1_length_um=967
wl_met2_mm=1.18
drt_iter0_markers=8
firstDrtPassIters=4
antenna_cells=0
wirelength_mm=2.71
via_per_inst=3.37
met3WireLength_um=533
final_antenna_net_count=0
route.detailed.drc=0
routedWlPerCell_um=14.7

[yosys]
ys_area_um2=1130
top_cell=buf_4
topCellsByArea=edfxtp_1 (48%), buf_4 (32%), dfstp_2 (14%)
top_area_frac=0.479
edf_count=18
ys_cells=79
ys_ff=25
async_flop_share=0.280
yosysWarnings=1
yosys.area.top_type=edfxtp_1
synth_area_per_cell_um2=14.3
synth_cell_types=9
common_cells=buf_4 (48), edfxtp_1 (18), dfstp_2 (6)
synth_area_um2=1130
postSynthCellCount=79
synth-main-ff-cell=edfxtp_1
postSynthSeqShare=0.641

[clock_network]
clk_pin_slew_ps=80
cts_hold_buf=0
cts_setup_buffers=0
cts_tree=built
clkLatencyLatePin_ps=360
cts-resized-gates=0

[global_route]
grt_pass1_vias=801
antenna_found_initial=0
grt-ovfl-total=0
grt_usage=0.0558
grt_pass1_wl_mm=3.96
grt_max_degree=17

[pwr]
power_density_nw_per_um2=535
peakVddDrop_uv=259
p_leak_nw=0.613

[worst_setup_path]
path_class=clk2out
ff2ff_path_depth=2
crit_arrival_ps=1980
start_kind=clock port
crit_path_end_kind=output pin
crit_fanout=2
worstPathRequired_ps=2160

[floorplanning]
pin_count=107
chipHeight_um=96
fp-utilization=0.204
coreArea_um2=5540
die_w_um=96
die-area_um2=9220
num_rows=27

[cells_and_area]
fillers=558
final_util=0.306
final_cells=185
finish.instance_area_um2=1700
drive_above_1_share=0.150
area_delta_synth_final_pct=50.3

[place]
place_congestion=0.700
dp_cells=178
placed_area_um2=1610
port_buffers=74

[flow_run]
warning_count=26
max-cap-violations=0

[cell families (layout without fill, tap and decap cells)]
family	count (synthesis)	after routing	share of synthesized area
AOI/OAI and AO/OA	1	1	0.00998
buffers and inverters	48	82	0.319
DFF	25	25	0.641
and+or+nand+nor	5	5	0.0299
[routing by layer]
metal  vias to the layer above  global-route usage
li1                        279                   -
met1                       275              0.0537
met2                        64              0.0807
met3                         6              0.0558
met4                         0              0.0184
met5                         -                   0
[layout make-up]
type	count	area (µm²)	area share
Clock inverter	1	5.00	0.00295
Sequential cell	25	723	0.426
Timing Repair Buffer	74	738	0.435
Multi-Input combinational cell	6	47.5	0.0280
Clock buffer	7	92.6	0.0546
Tap cell	72	90.1	0.0531
[worst max-delay path: stages]
cell             delay [ps]
clkbuf_8                110
clkbuf_8                120
clkdlybuf4s50_1         400
[placed cells by master, fill, tap and decap left out]
| master | n |
|---|---|
| buf_4 | 1 |
| clkbuf_8 | 6 |
| clkdlybuf4s50_1 | 74 |
| clkinv_2 | 1 |
| dfrtp_1 | 1 |
| dfstp_2 | 6 |
| edfxtp_1 | 18 |
| nand2b_4 | 1 |
| nor2_1 | 2 |
| nor2b_2 | 1 |
| o21bai_2 | 1 |
| or2_1 | 1 |
[worst paths after layout]
check | slack, ps | from | endpoint
setup / recovery | 180 | aclk | sram_clk
hold / removal | 360 | fsmc_nex_d1 | fsmc_nex_d2
setup reg to reg | 1300 | fsmc_nex_d3 | fsmc_addr_latched[9]
hold reg to reg | 360 | fsmc_nex_d1 | fsmc_nex_d2
max in group asynchronous | 2000 | aresetn | fsmc_nwe_d2
min in group asynchronous | 420 | aresetn | on_fsmc_nex_neg_d1
[state kept, by name, indices dropped and copies added (netlist names)]
| register | count |
|---|---|
| fsmc_addr_latched | 16 |
| fsmc_nbl_latched | 2 |
| fsmc_nex_d1 | 1 |
| fsmc_nex_d2 | 1 |
| fsmc_nex_d3 | 1 |
| fsmc_nwe_d1 | 1 |
| fsmc_nwe_d2 | 1 |
| fsmc_nwe_d3 | 1 |
| on_fsmc_nex_neg_d1 | 1 |
[report_power, final]
part	internal, mW	switching, mW	total (mW)	leakage (nW)
sequential	0.435	0.00557	0.440	0.245
clock	0.221	0.132	0.353	0.0510
combinational	0.0887	0.0260	0.115	0.317
total	0.745	0.163	0.908	0.613
[stage by stage]
step	setup slack [ps]	hold WS [ps]	total power [mW]
floorplan	712	244	0.513
global placement	252	346	0.591
detailed placement	204	347	0.591
CTS	171	360	0.928
global route	106	365	0.963
finish	180	359	0.908
No activity file was given, so power comes from the tool's default toggle rates.
